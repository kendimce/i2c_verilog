==> design/flow/design.v <==
`timescale 1ns/1ps
module acceloremeter_i2c(SCLK,CS,clk,SDA,alt_address,LED_out_first,LED_out_second,LED_out_third, LED_out_fourth);
input wire clk;
output reg CS;
inout reg alt_address;
inout reg SDA;
output wire SCLK;
output reg[6:0] LED_out_first;  
output reg[6:0] LED_out_second;  
output reg[6:0] LED_out_third;  
output reg[6:0] LED_out_fourth;  
reg [3:0] LED_BCD [3:0];  
localparam OP_STAND_BY=0;
localparam OP_START=1;
localparam OP_STOP=9;
localparam OP_ADDRESS=2;
localparam OP_CODE=0;			 
localparam OP_ACK=3;
localparam OP_BEFORE_STOP=8;
reg [6:0] slave_address;
reg [5:0] state;  
reg [6:0] ADDR;
reg [7:0] INTERNAL_REG;
reg [7:0] INTERNAL_DATA;
reg [7:0] data_from_slave;		 
reg operation;
reg [7:0] power_ctl;			 
reg [7:0] measuring_enable;
reg [7:0] axis_data_format_register;	 
reg [7:0] axis_data_format;				 
reg [7:0] axis_data_read_register;		 
integer count;
integer clock_counter;		 
reg clk_enable;
reg sclk_enable;
reg [3:0] op_counter;
reg SENT_BY_READ;
initial
begin
CS<=1; 		 
alt_address<=1;
slave_address<=7'h1D; 
clock_counter<=0;
sclk_enable<=0;
clk_enable<=0;
op_counter<=0;
operation<=OP_CODE;
SENT_BY_READ<=0;
count<=6;
state<=OP_STAND_BY;
power_ctl<=8'h2D;			 
measuring_enable<=8'h08;  
axis_data_format_register<=8'h31;
axis_data_format<=8'h02;
axis_data_read_register<=8'h36;
end
always@(posedge clk)
begin
		if(clock_counter==150)
		begin
			clk_enable<=~clk_enable;
			clock_counter<=0;
		end
		else
		begin
			clock_counter<=clock_counter+1;
		end
end
always @ (negedge clk_enable)
begin
		if((state==OP_START) || (state==OP_STAND_BY) || (state==OP_STOP))
		begin
		sclk_enable<=0;
		end
		else
		begin
		sclk_enable<=1;
		end
end
assign SCLK = (sclk_enable==0) ? 1: ~clk_enable;
always @(*)
begin
			case(op_counter)
				0:
				begin
				ADDR<=slave_address;
				INTERNAL_REG <= power_ctl;
				INTERNAL_DATA <= measuring_enable;
				end
				1:
				begin
				ADDR<=slave_address;
				INTERNAL_REG <= axis_data_read_register;
				end
			endcase
end
always@(posedge clk_enable)
begin		
		case(state)
				OP_STAND_BY:		 
				begin
						SDA<=1;
						state<=OP_START;
				end
				OP_START:		 
				begin
						SDA<=0;
						state<= OP_ADDRESS;
				end
				OP_ADDRESS:
				begin
						#1
						if(count>=0 )
						begin
							SDA <= ADDR[count];   
							count<=count-1;
						end
						else
						begin
							if(SENT_BY_READ==1)
							begin	
								operation<=~OP_CODE;	 
								SDA<=~OP_CODE;  		 
							end
							else
							begin
								operation<=OP_CODE;  
								SDA<= OP_CODE;  		 
							end
								state<= OP_ACK;
						end
				end
				OP_ACK:
				begin	
					if(operation==1)
					begin
						SDA<=1'bz;
						state<=13;
						count<=7;
					end
					else
					begin	
						SDA<=1'bz;
						count<=7;
						state<=10;
							end
				end
		10:
		begin
				if(count>=0)
				begin
						SDA <= INTERNAL_REG[count];   
						count<=count-1;
				end
				else
				begin
						SDA<=1'bz;    
						if(op_counter == 0)
						begin
								count<=7;
								state<=11;  
						end
						else if(op_counter == 1)
						begin
						count<=6;
						state<=OP_STAND_BY;
						SENT_BY_READ <=1;
						end
				end
		end
		11:
		begin
			if(count>=0)
			begin
			SDA <= INTERNAL_DATA[count];   
			count<=count-1;
			end
			else
			begin
			SDA<=1'bz;
			state<=OP_BEFORE_STOP;  
			count<=6;
			end
		end
		13:
		begin
					if(count>=0)
					begin
							data_from_slave[count]<=SDA;
							count<=count-1;
					end
					else
					begin
							LED_BCD[0]<= data_from_slave[3:0];
							LED_BCD[1]<= data_from_slave[7:4];
							SDA<=1;
							state<=OP_BEFORE_STOP;  
							count<=6;
					end
			end
			OP_BEFORE_STOP:
		begin
			if(op_counter==0)
			begin
					SDA<=0;
					state<=OP_STAND_BY;
					op_counter<=1;
			end
			else if(op_counter==1)
			begin
					state<=OP_STOP;
					SDA<=0;
			end
		end
			OP_STOP:
			begin		
					SDA<=1;  
					state<=OP_STAND_BY;
			end
endcase
end
always @(*)
begin
 case(LED_BCD[0])
 4'b0000: LED_out_first = 7'b1000000;  
 4'b0001: LED_out_first = 7'b1111001;  
 4'b0010: LED_out_first = 7'b0100100;  
 4'b0011: LED_out_first = 7'b0110000;  
 4'b0100: LED_out_first = 7'b0011001;  
 4'b0101: LED_out_first = 7'b0010010;  
 4'b0110: LED_out_first = 7'b0000010;  
 4'b0111: LED_out_first = 7'b1111000;  
 4'b1000: LED_out_first = 7'b0000000;  
 4'b1001: LED_out_first = 7'b0010000;  
 4'b1010: LED_out_first = 7'b0001000;  
 4'b1011: LED_out_first = 7'b0000011;  
 4'b1100: LED_out_first = 7'b1000110;  
 4'b1101: LED_out_first = 7'b0100001;  
 4'b1110: LED_out_first = 7'b0000110;  
 4'b1111: LED_out_first = 7'b0001110;  
 default: LED_out_first = 7'b1000000;  
 endcase
end
always @(*)
begin
 case(LED_BCD[1])
 4'b0000: LED_out_second = 7'b1000000;  
 4'b0001: LED_out_second = 7'b1111001;  
 4'b0010: LED_out_second = 7'b0100100;  
 4'b0011: LED_out_second = 7'b0110000;  
 4'b0100: LED_out_second = 7'b0011001;  
 4'b0101: LED_out_second = 7'b0010010;  
 4'b0110: LED_out_second = 7'b0000010;  
 4'b0111: LED_out_second = 7'b1111000;  
 4'b1000: LED_out_second = 7'b0000000;  
 4'b1001: LED_out_second = 7'b0010000;  
 4'b1010: LED_out_second = 7'b0001000;  
 4'b1011: LED_out_second = 7'b0000011;  
 4'b1100: LED_out_second = 7'b1000110;  
 4'b1101: LED_out_second = 7'b0100001;  
 4'b1110: LED_out_second = 7'b0000110;  
 4'b1111: LED_out_second = 7'b0001110;  
 default: LED_out_second = 7'b1000000;  
 endcase
end
always @(*)
begin
 case(LED_BCD[2])
 4'b0000: LED_out_third = 7'b1000000;  
 4'b0001: LED_out_third = 7'b1111001;  
 4'b0010: LED_out_third = 7'b0100100;  
 4'b0011: LED_out_third = 7'b0110000;  
 4'b0100: LED_out_third = 7'b0011001;  
 4'b0101: LED_out_third = 7'b0010010;  
 4'b0110: LED_out_third = 7'b0000010;  
 4'b0111: LED_out_third = 7'b1111000;  
 4'b1000: LED_out_third = 7'b0000000;  
 4'b1001: LED_out_third = 7'b0010000;  
 4'b1010: LED_out_third = 7'b0001000;  
 4'b1011: LED_out_third = 7'b0000011;  
 4'b1100: LED_out_third = 7'b1000110;  
 4'b1101: LED_out_third = 7'b0100001;  
 4'b1110: LED_out_third = 7'b0000110;  
 4'b1111: LED_out_third = 7'b0001110;  
 default: LED_out_third = 7'b1000000;  
 endcase
end
always @(*)
begin
 case(LED_BCD[3])
 4'b0000: LED_out_fourth = 7'b1000000;  
 4'b0001: LED_out_fourth = 7'b1111001;  
 4'b0010: LED_out_fourth = 7'b0100100;  
 4'b0011: LED_out_fourth = 7'b0110000;  
 4'b0100: LED_out_fourth = 7'b0011001;  
 4'b0101: LED_out_fourth = 7'b0010010;  
 4'b0110: LED_out_fourth = 7'b0000010;  
 4'b0111: LED_out_fourth = 7'b1111000;  
 4'b1000: LED_out_fourth = 7'b0000000;  
 4'b1001: LED_out_fourth = 7'b0010000;  
 4'b1010: LED_out_fourth = 7'b0001000;  
 4'b1011: LED_out_fourth = 7'b0000011;  
 4'b1100: LED_out_fourth = 7'b1000110;  
 4'b1101: LED_out_fourth = 7'b0100001;  
 4'b1110: LED_out_fourth = 7'b0000110;  
 4'b1111: LED_out_fourth = 7'b0001110;  
 default: LED_out_fourth = 7'b1000000;  
 endcase
end
endmodule
==> design/flow/run.sh <==
#!/bin/bash
# OpenROAD 26Q1-2900-gdf79404cd8, Yosys 0.63+post, stock flow scripts
make -C /OpenROAD-flow-scripts/flow DESIGN_CONFIG=/design/flow/config.mk WORK_HOME=/design/flow/orfs finish
==> design/flow/config.mk <==
export PLATFORM = sky130hd
export DESIGN_NAME = acceloremeter_i2c
export DESIGN_NICKNAME = acceloremeter_i2c
export VERILOG_FILES = /design/flow/design.v
export SDC_FILE = /design/flow/constraint.sdc
export NUM_CORES = 4
export LEC_CHECK = 1
export CORE_UTILIZATION = 30
==> design/flow/constraint.sdc <==
current_design acceloremeter_i2c

set clk_period 7.1
set clk_io_pct 0.2

create_clock -name clk0 -period $clk_period [get_ports {clk}]

set non_clock_inputs [all_inputs -no_clocks]
set_input_delay [expr $clk_period * $clk_io_pct] -clock clk0 $non_clock_inputs
set_output_delay [expr $clk_period * $clk_io_pct] -clock clk0 [all_outputs]
==> results_slide.txt <==
Implementation Results

Floorplan
  – IO Pins: 33
  – Fp_density: 31.1%
  – Die Wd: 145 um
  – Row count: 51
  – Die height: between 100 and 150 um

Yosys
  – Mean Syn Cell Area: 9.51 um2
  – Post-synthesis sequential area ratio: between 40% and 50%
  – Yosys warnings: 14
  – Netlist cell types: 65
  – Most used DFF post-synth: edfxtp_1
  – EDFF count, synth: 57
  – Gate Count Post-Synth: 646
  – Yosys cell count: approximately 650
  – Area of the mapped netlist: 6150 um2
  – Yosys chip area: 6150 um2
  – Synth flops: about 100
  – Ys async rst share: 0%

Outcome
  – Exit stage: clock tree synthesis
  – Status: did not finish
  – Halt Reason: [error] [KeplerFormal.cpp:679] Workflow failed: Iso has multiple drivers: .SDA0, SDA$_DFFE_PP_.Q0

Placement
  – Port buffer count: 15
  – Placed cells: 899
  – Routability cong.: 0.864
  – Detailed Place HPWL: 7960 um

Clock tree
  – Post-CTS Hold Fix Bufs: 0
  – CTS Buf Count: 5
  – H-tree depth: 2
  – Setup bufs post-CTS: 0
  – Clock Path Buffers: 2
  – Clock root cell: clkbuf_16
  – Post_cts resized: 0

STA
  – Endpoints left unconstrained: roughly 140
  – Register pins left without a clock: 71
## cells in the mapped netlist (12+ instances only)
cell type	n	area, um2
o21ai_0	31	155
nand2_1	44	165
nand3_1	20	100
a21oi_1	22	110
xor2_1	22	193
edfxtp_1	57	1710
clkbuf_1	30	113
nor4_1	28	175
nor2_1	62	233
mux2i_1	12	120
dfxtp_1	47	941
ha_1	17	213
inv_1	17	63.8
nand4_1	19	119
xnor2_1	42	368
nor3_1	26	130
buf_4	16	120
## per-stage QoR
stage	setup WS (ps)	cell area, um2	utilization [%]	power (mW)
after detailed placement	4810	6490	32.8	0.191
after floorplan	4540	6210	-	0.197
after global placement	4800	6490	32.8	0.191
## cell families after synthesis
| group | Yosys count | share of synthesized area, % |
|---|---|---|
| buffers and inverters | 66 | 5.03 |
| AOI/OAI and AO/OA | 97 | 10.1 |
| and+or+nand+nor | 272 | 24.5 |
| DFF | 104 | 43.2 |
| xor gates and xnor gates | 64 | 9.12 |
| other | 2 | 0.122 |
| muxes | 24 | 4.52 |
| adders and majority gates | 17 | 3.46 |
Power figures rest on the tool's default switching activity, not on a simulated workload.
